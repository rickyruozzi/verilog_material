==> design.v <==
module comparatore(input A, input B, output GT, output EQ, output LT);
assign GT = A & ~B; 
assign EQ = ~(A ^ B); 
assign LT = ~A & B;
endmodule
module comparatore4(input [3:0] A, input [3:0] B, output GT, output EQ, output LT);
wire GT1, EQ1, LT1;
wire GT2, EQ2, LT2;
wire GT3, EQ3, LT3;
wire GT4, EQ4, LT4;
comparatore C1(A[3], B[3], GT1, EQ1, LT1);
comparatore C2(A[2], B[2], GT2, EQ2, LT2);
comparatore C3(A[1], B[1], GT3, EQ3, LT3);
comparatore C4(A[0], B[0], GT4, EQ4, LT4);
assign GT = GT1 | (EQ1 & GT2) | (EQ1 & EQ2 & GT3) | (EQ1 & EQ2 & EQ3 & GT4);
assign EQ = EQ1 & EQ2 & EQ3 & EQ4;
assign LT = LT1 | (EQ1 & LT2) | (EQ1 & EQ2 & LT3) | (EQ1 & EQ2 & EQ3 & LT4);
endmodule
==> run.sh <==
#!/bin/bash
# OpenROAD 26Q1-2900-gdf79404cd8, Yosys 0.63+post, stock flow scripts
make -C /OpenROAD-flow-scripts/flow DESIGN_CONFIG=/design/flow/config.mk WORK_HOME=/design/flow/orfs finish
==> config.mk <==
export PLATFORM = sky130hd
export DESIGN_NAME = comparatore4
export DESIGN_NICKNAME = comparatore4
export VERILOG_FILES = /design/flow/design.v
export SDC_FILE = /design/flow/constraint.sdc
export NUM_CORES = 4
export LEC_CHECK = 1
export CORE_AREA = 10 10 70 70
export DIE_AREA = 0 0 80 80
==> constraint.sdc <==
current_design comparatore4

set clk_period 2.1
set clk_io_pct 0.2

create_clock -name clk0 -period $clk_period

set non_clock_inputs [all_inputs -no_clocks]
set_input_delay [expr $clk_period * $clk_io_pct] -clock clk0 $non_clock_inputs
set_output_delay [expr $clk_period * $clk_io_pct] -clock clk0 [all_outputs]
==> run_results.csv <==
group,metric,value,unit
pwr,switching_share,0.4225,
floorplanning,die_w,80,um
synthesis,synth_cells,25,
global_routing,grt_pass1_wl,883,um
synthesis,ys_warn_count,0,
global_routing,antenna_found_initial,0,
worst_setup_path,critPathMaxFanout,2,
sta,setup_viol,0,
global_routing,grt_overflow,0,
final_layout,drive_above_1_share,0.3590,
worst_setup_path,critPathSlowestCell,"clkdlybuf4s50_1",
worst_setup_path,path_class,"input pin to output port",
pwr,seqPwrFrac,0,
routing,wirelength,570,um
final_layout,stdcell_count,85,
global_routing,grt_max_degree,4,
floorplanning,die-area,0.006400,mm^2
final_layout,register_area,0,um^2
worst_setup_path,critPathLaunchType,"input pin",
synthesis,ys_area,173.9,um^2
sta,worst_pin_slew,0.1640,ns
synthesis,yosys-top-cells-area,"ha_1, inv_1, a21oi_1",
global_routing,grt_pass1_vias,204,
synthesis,syn_avg_cell_area,6.957,um^2
final_layout,fill_cells,395,
routing,insertedDiodeCount,0,
sta,grt_setup_unrepaired,"false",
sta,period_used_share,0.9587,
pwr,comb_power_share,1.000,
synthesis,ys_cells,25,
pwr,internal-power,0.03659,mW
floorplanning,core,0.003416,mm^2
pwr,ir_worst_vdd,0.01780,mV
routing,drc,0,
routing,routedWlPerCell,6.706,um
final_layout,logic_area,187.7,um^2
place,place_area,364.1,um^2
worst_setup_path,crit_required,1.68,ns
clock_tree,post_cts_buffers,0,
place,io_buffers,11,
worst_setup_path,cpLargestDelayFamily,"buffers and inverters",
sta,finalMaxSlewViolations,0,
pwr,clkPwrFrac,0,
worst_setup_path,path_buffers,3,
worst_setup_path,crit_path_cell_trace,"clkdlybuf4s50_1 -> inv_1 -> ha_1 -> a21oi_2 -> o21ai_2 -> dlygate4sd2_1",
synthesis,synth_area,173.9,um^2
final_layout,design_area,401.6,um^2
sta,fmax,496.7,MHz
global_routing,grt_usage,0.01662,
sta,hold_viol_final,0,
pwr,power_switching,0.02677,mW
pwr,p_leak,0.2068,nW
sta,slew_headroom,0.8907,
final_layout,area_delta_synth_final,130.9,%
worst_setup_path,worst_setup_path_end_kind,"output port",
worst_setup_path,worstPathArrival,1.59,ns
synthesis,synth_seq_share,0,
floorplanning,die_y,80,um
synthesis,common_cells,"ha_1, inv_1, a21oi_1",
synthesis,synth.top_cell.area_share,0.5755,
routing,dr.pass1.iters,2,
place,dp_hpwl,499.6,um
routing,viasPerCell,2.259,
routing,ant_nets,0,
worst_setup_path,max_stage_delay,0.49,ns
routing,vias,192,
hold_path,hp-class,"input pin to output port",
final_layout,ff_count,0,
final_layout,clkbuf_count,0,
place,post-place-cells,85,
run,openroad.warnings,36,
run,drv_cap,0,
routing,drtIter0Drc,1,
synthesis,synth.distinct_cells,7,
floorplanning,ios,11,
place,gp_congestion,0.7588,
clock_tree,hold_buffers,0,
floorplanning,core_util_floorplan,0.05092,
sta,layout_min_cycle_time,2.013,ns
floorplanning,fp-row-count,21,
synthesis,synth_top_cell_by_area,"ha_1",
run_status,status,"finished, final reports clean",
pwr,power_density,157.8,mW/mm^2
[power by group through the flow]
stage | Clock [mW] | Combinational, mW | Sequential [mW]
after CTS | 0 | 0.0586 | 0
after global routing | 0 | 0.0715 | 0
final | 0 | 0.0634 | 0
[path summary, 6_finish.rpt]
check | startpoint | endpoint | slack, ns | cells after the start
max | B[2] | GT | 0.09 | 6
min | B[3] | LT | 1.31 | 5
[per-stage QoR]
step	TNS, ns	total power [mW]	setup slack [ns]	hold slack (ns)	utilization
floorplan	0	0.02005	0.7406	1.009	-
global placement	-0.8644	0.05540	-0.3048	2.042	0.1066
detailed placement	-0.8949	0.05666	-0.3320	2.048	0.1066
CTS	0	0.05863	0.03688	1.590	0.1128
global route	0	0.07153	0.009216	1.338	0.1176
finish	0	0.06336	0.08683	1.307	0.1176
[cells in the final DEF, fill, tap and decap left out, drive strengths merged]
cell type and instances:
dlymetal6s2s 2, dlygate4sd2 5, o21ai 2, inv 8, buf 3, clkbuf 1
ha 8, a21oi 4, nand2 2, clkdlybuf4s50 3, nor2 1
[area by class of cell]
cell class                      count  share of cell area
Inverter                            8             0.07477
Timing Repair Buffer               14              0.3146
Tap cell                           46              0.1433
Multi-Input combinational cell     17              0.4673
[cell families after synthesis]
logic type	Yosys count	synth area share
fa+ha+maj	8	0.5756
simple gates	3	0.07912
compound gates	6	0.1727
buf+inv	8	0.1727
[layer usage]
metal / wire length [um] / track usage / share of wire / vias to the layer above
li1: - / - / - / 105
met5: 0 / 0 / 0 / -
met1: 254 / 0.01912 / 0.45 / 82
met3: 26 / 0.002273 / 0.046 / 0
met4: 0 / 0 / 0 / 0
met2: 289 / 0.03291 / 0.51 / 5
[repair_timing]
item,CTS,global route
pin swaps,1,2
setup endpoints to repair,3,2
gates resized,11,8
Power and IR drop assume default switching activity.
