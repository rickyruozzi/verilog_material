[run.sh]
#!/bin/bash
# OpenROAD 26Q1-2900-gdf79404cd8, Yosys 0.63+post, stock flow scripts
make -C /OpenROAD-flow-scripts/flow DESIGN_CONFIG=/design/flow/config.mk WORK_HOME=/design/flow/orfs finish
[config.mk]
export PLATFORM = sky130hd
export DESIGN_NAME = counter_mod8
export DESIGN_NICKNAME = counter_mod8
export VERILOG_FILES = /design/flow/design.v
export SDC_FILE = /design/flow/constraint.sdc
export NUM_CORES = 4
export LEC_CHECK = 1
export CORE_AREA = 10 10 70 70
export DIE_AREA = 0 0 80 80
[constraint.sdc]
current_design counter_mod8

set clk_period 1.5
set clk_io_pct 0.2

create_clock -name clk0 -period $clk_period [get_ports {clk}]

set non_clock_inputs [all_inputs -no_clocks]
set_input_delay [expr $clk_period * $clk_io_pct] -clock clk0 $non_clock_inputs
set_output_delay [expr $clk_period * $clk_io_pct] -clock clk0 [all_outputs]
[design.v]
module counter_mod8(input wire clk, input wire reset, input wire enable, output reg [2:0] count);
    always @(posedge clk or posedge reset) begin
        if(reset==1'b1) begin 
            count<=3'b000;  
        end 
        else if(enable==1'b1) begin  
            if(count==3'b111) begin  
                count<=3'b000;
            end
            else begin  
                count<=count+1;
            end
        end
    end
endmodule
==> impl_metrics.toml <==
# generated from flow reports
[status]
outcome = "finished, final reports clean"

[synthesis]
flop_cell = "dfrtp_1"
synth_cells = 12
ys_types = 8
async_flop_share_pct = 100
avgSynthCellArea_um2 = 12.4
top_area_share_pct = 50.4
synth_chip_area_um2 = 149
area_leaders = "dfrtp_1 50%, ha_1 17%, mux2_4 10%, mux2i_1 6.7%, inv_1 5.0%"
common_cells = "3 x dfrtp_1, 2 x ha_1, 2 x inv_1"
top_area_cell = "dfrtp_1"
top_cell = "dfrtp_1"
ys.flops = 3
postSynthSeqShare_pct = 50.4
synth-edff-count = 0
yosysWarnings = 1
yosys_cells = 12
syn_area_um2 = 149

[cts]
cts_tree = "done"
clockBufferDepth = 2
htree_levels = 1
cts_resized = 0
clock-sinks = 3
clockRootBuffer = "clkbuf_4"
numCtsBuffers = 3
path_clk_slew_ns = 0.04
insertion_delay_ns = 0.24
ctsHoldBuffers = 0
post_cts_buffers = 0

[power]
p_leak_uw = 0.000117
powerDensity_nw_per_um2 = 1580
irDropWorstVdd_mv = 0.329

[global_route]
grt_overflow_total = 0
grt_pass1_wl_um = 662
grt_pass1_vias = 146
grt_start_max_net_pins = 6
grt_antenna_before_repair = 0
grt_use_total_pct = 1.39

[drt]
wl_per_cell_um = 6.37
first_pass_iters = 1
routed_wl_um = 427
viasPerCell = 1.84
drt_iter0_drc = 0
vias = 123
antenna-diode-count = 0
drc = 0
ant_nets = 0

[finish]
drive_gt1_share_pct = 19.0
top_register = "count"
seqCellArea_um2 = 75.1
fillCellCount = 409
largest_register_ffs = 3
reg_top3 = "count: 3 flops"
combGateArea_um2 = 66.3
final_area_um2 = 283
syn_to_final_growth_pct = 89.9

[die]
chip_area_um2 = 6400
fp.dieH_um = 80
die_x_um = 80
fp_util_pct = 4.36
boundaryPins = 6
coreArea_um2 = 3420
placementRows = 21

[timing]
worst_slew_pin_slew_ns = 0.211
hold_viol = 0
timing.fmax_ghz = 0.704
fin_skew_ns = 0.00252
fin_crit_sh_pct = 94.7
setup_viol = 0
max_slew_margin_pct = 85.9
drv_slew = 0
post-route-min-period_ns = 1.42
rsz0062_at_grt = "false"
fin_tns_setup_ns = 0

[run]
tool_warnings = 25
drv_cap = 0

[placement]
placed_cell_area_um2 = 256
io_buffers = 5
place_hpwl_um = 339
gp_congestion = 0.662

[min_path]
hp-class = "in -> async"

[setup_path]
ff2ff_path_depth = 3
cp-start-kind = "flip-flop"
cp_top_family = "buffers and inverters"
reg2reg_from = "count[0]$_DFFE_PP0P_"
slowest_delay_ns = 0.51
critPathKind = "reg -> out"
r2r_slack_ns = 0.25
endpoint_kind = "primary output"
r2r-end = "count[2]$_DFFE_PP0P_"
critical_path_required_ns = 1.20
cp_max_fo = 3
arrival_ns = 1.12
slowest_stage = "clkdlybuf4s50_1"
path_buffers = 1
path_cells = "clkdlybuf4s50_1"
## how the worst max path moves through the flow
stage         cells past startpoint                  from       end
CTS                               1  count[0]$_DFFE_PP0P_  count[0]
global route                      1  count[0]$_DFFE_PP0P_  count[0]
finish                            1  count[0]$_DFFE_PP0P_  count[0]
## metal layers
metal	global-route usage [%]	wire [um]	vias up
li1	-	-	57
met4	0.880	24	0
met3	1.14	49	4
met1	1.93	249	54
met5	0	0	-
met2	1.28	103	8
## power breakdown
part,internal (uW),total [uW],switching [uW]
registers,115,143,27.8
logic,112,158,45.8
clock network,99.9,145,45.3
total,327,446,119
## through the flow
step / total power (uW) / setup slack (ns) / utilization, % / cells / hold slack [ns]
after detailed placement: 305 / 0.178 / 7.51 / 63 / 0.489
after global routing: 485 / 0.0388 / 8.28 / 67 / 0.252
final: 446 / 0.0797 / 8.28 / 67 / 0.237
after CTS: 460 / 0.0622 / 8.28 / 67 / 0.232
after floorplan: 208 / 0.310 / - / 12 / 0.0536
after global placement: 297 / 0.211 / 7.51 / 63 / 0.483
## placed cells by master (no fill, tap or decap), drive strengths merged
| master | count |
|---|---|
| dfrtp | 3 |
| ha | 2 |
| nand2b | 1 |
| mux2 | 1 |
| clkbuf | 4 |
| mux2i | 1 |
| nand2 | 1 |
| clkdlybuf4s50 | 5 |
| inv | 2 |
| o22ai | 1 |
## cell families (layout without fill, tap and decap cells)
group | count (synthesis) | count (layout) | share of synthesized area (%)
adder cells (fa/ha/maj) | 2 | 2 | 16.8
AND/OR/NAND/NOR | 2 | 2 | 6.72
flip-flops | 3 | 3 | 50.4
buffers and inverters | 2 | 11 | 5.04
multiplexers | 2 | 2 | 16.8
AND-OR/OR-AND | 1 | 1 | 4.20
## layout make-up
class / count / area share (%)
well taps: 46 / 20.4
multi-input cells: 7 / 23.5
clock buffers: 4 / 9.29
flip-flops and latches: 3 / 26.5
inverters: 2 / 2.65
repair buffers: 5 / 17.7
Power is estimated from default activity; no workload was simulated.
