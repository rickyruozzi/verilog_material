==> design/flow/run.sh <==
#!/bin/bash
# OpenROAD 26Q1-2900-gdf79404cd8, Yosys 0.63+post, stock flow scripts
make -C /OpenROAD-flow-scripts/flow DESIGN_CONFIG=/design/flow/config.mk WORK_HOME=/design/flow/orfs finish
==> design/flow/constraint.sdc <==
current_design distributore

set clk_period 1.2
set clk_io_pct 0.2

create_clock -name clk0 -period $clk_period [get_ports {clk}]

set non_clock_inputs [all_inputs -no_clocks]
set_input_delay [expr $clk_period * $clk_io_pct] -clock clk0 $non_clock_inputs
set_output_delay [expr $clk_period * $clk_io_pct] -clock clk0 [all_outputs]
==> design/flow/design.v <==
module distributore(input clk, input reset, input d_i, input v_i, output reg output_o);
reg [1:0] state, next_state;
parameter s0=2'b00, s1=2'b01, s2=2'b10;
always @(negedge clk or negedge reset) begin 
    if(!reset) begin 
        state <=s0;
    end
    else begin
        state<=next_state;
     end
end
always @(d_i or v_i or state) begin
    case(state)
        s0: begin
            if(d_i) begin
                next_state = s1;
            end
            else if(v_i) begin
                next_state= s2;
            end else begin next_state=state; end
        end
        s1: begin
            if(v_i) begin
                next_state = s0;
            end
            else if(d_i) begin
                next_state = s1;
            end
            else begin
                next_state=state;
            end
        end
        s2 : begin
            if(d_i) begin
                next_state = s0;
            end
            else if(v_i) begin
                next_state = s2;
            end
            else begin
                next_state=state;
             end
        end
        default: next_state = state;
    endcase
end
always @(d_i or v_i or state) begin
    case(state)
        s0: output_o = 1'b0;
        s1: begin
            if(v_i) begin
                output_o = 1'b1;
            end
            else begin
                output_o = 1'b0;
            end
        end
        s2: begin
            if(d_i || v_i) begin
                output_o = 1'b1;
            end
            else begin
                output_o = 1'b0;
            end
        end
        default: output_o = 1'b0;
    endcase
end
endmodule
==> design/flow/config.mk <==
export PLATFORM = sky130hd
export DESIGN_NAME = distributore
export DESIGN_NICKNAME = distributore
export VERILOG_FILES = /design/flow/design.v
export SDC_FILE = /design/flow/constraint.sdc
export NUM_CORES = 4
export LEC_CHECK = 1
export CORE_AREA = 10 10 70 70
export DIE_AREA = 0 0 80 80
==> flow_summary.ini <==
; flow metrics
[power]
p_leak_uw = 0.000107
vdd_drop_max_v = 0.000251
power_frac_comb = 0.145
p_int_uw = 283
power_frac_seq = 0.353
clkPwrFrac = 0.502
p_sw_uw = 92.5
p_sw_frac = 0.246
power.density_mw_per_mm2 = 1400

[timing]
hold_viol_final = 0
setup_ws_ps = -537
finalSetupViolations = 2
rsz0062_at_grt = true
final-max-slew-violation-count = 0
finClkSkew_ps = 41.8
slew_headroom = 0.849
tightest_slew_ps = 222

[route]
drt-total-wl_um = 379
vias = 133
viasPerCell = 1.85
drt_first_pass_iters = 3
avgRoutedWirePerCell_um = 5.26
drc_errors = 0
ant_nets = 0
drtIter0Drc = 5

[layout]
fill_cells = 413
final_cells = 72
largest_reg_flops = 3
top_register = state
stdcell_area_um2 = 268
seqCellArea_um2 = 76.3
logic_area_um2 = 45.0
syn_to_final_growth_pct = 106
drive_gt1_frac = 0.320
lay_top_cells = nand2_1, inv_1, clkbuf_4
reg.largest.list = state: 3 flops

[placed_design]
dpl.hpwl_um = 296
post_dp_cell_area_um2 = 243
globalplace.congestion = 0.698
dp_cells = 67
portBuffers = 4

[synthesis]
synth_warnings = 1
syn-cell-area_um2 = 130
yosys.area.top_type = dfrtn_1
synthCells = 15
synth.avg_cell_area_um2 = 8.68
ys_top_cells_by_area = dfrtn_1, dfstp_2, nand2_1, inv_1, o21ai_0
synth_cell_type_count = 8
ys_cells = 15
top_cell_area_share = 0.385
ys_area_um2 = 130
ys_seq_frac = 0.587
ys_ff = 3

[global_routing]
grt_overflow = 0
track_usage = 0.0153
grt_pass1_wl_um = 662
grt_max_degree = 6
antenna_found_initial = 1
grt_pass1_vias = 152

[cts]
clock_path_buffers = 2
numCtsBuffers = 3
worst_skew_pair.late_latency_ps = 290
cts_tree = done
cts_sinks = 3
cts.reportedPaths.clkPinSlew_ps = 30
htreeDepth = 1
cts_hold_buf = 0
root_buffer = clkbuf_4

[job]
warnings = 29
drv_cap = 0

[setup_path]
critPathKind = flip-flop to output pin
crit_arrival_ps = 1500
cp.required_ps = 960
critPathLaunchType = flip-flop
crit_path_end_kind = output pin
cp_max_fo = 3

[hold_path]
hp-class = flip-flop to flip-flop

[floorplan]
die_h_um = 80
fp_util = 0.0381
die_area_mm2 = 0.00640
coreArea_mm2 = 0.00342
io_pins = 5
num_rows = 21
die_w_um = 80

[outcome]
violations = setup timing
status = finished, violations left
[cell usage after synthesis, drive strengths merged]
cell type,n
a21oi,1
dfrtn,2
nand2,4
dfstp,1
nor2,1
inv,3
o21ai,2
o311ai,1
[power by group through the flow]
stage | registers [uW] | logic, uW | clock network [uW]
final | 133 | 54.5 | 189
after CTS | 133 | 54.9 | 200
after global routing | 135 | 65.0 | 222
[kinds of logic (layout without fill, tap and decap cells)]
logic type,count (synthesis),count (layout),share of synthesized area
simple gates,5,5,0.144
compound gates,4,4,0.183
flops,3,3,0.587
buf+inv,3,13,0.0865
other cells,0,1,0
[critical path, stage by stage, from the launching register on]
cell and delay (ps):
dfrtn_1 440, nand2_2 70, nand2_1 60, buf_2 90
[stage by stage]
step / TNS (ps) / utilization / setup slack [ps] / hold WS [ps] / power [uW]
3_5_place_dp: -2130 / 0.0711 / -667 / 488 / 206
6_report: -574 / 0.0784 / -537 / 499 / 376
5_1_grt: -699 / 0.0784 / -622 / 534 / 422
4_1_cts: -580 / 0.0766 / -554 / 496 / 388
3_3_place_gp: -2040 / 0.0711 / -640 / 468 / 203
2_1_floorplan: -143 / - / -143 / 436 / 163
[worst paths after layout]
kind	startpoint	end	slack, ps	cells after the start
min in group asynchronous	reset	state[1]	780	2
worst max register to register	state[0]	state[0]	280	2
worst max-delay path	state[1]	output_o	-540	3
max in group asynchronous	reset	state[0]	290	1
worst min-delay path	state[1]	state[0]	500	2
worst min register to register	state[1]	state[0]	500	2
[final cells by class]
cell class,count,share of cell area
sequential,3,0.285
clock inverter,1,0.0140
antenna,1,0.00935
multi-input combinational,9,0.168
clock buffer,4,0.0981
timing repair buffer,6,0.182
inverter,2,0.0280
tap,46,0.215
[per-layer routing]
| metal | track usage | routed length, um | share of wire | vias up |
|---|---|---|---|---|
| li1 | - | - | - | 70 |
| met1 | 0.0140 | 163 | 0.43 | 56 |
| met2 | 0.0161 | 123 | 0.32 | 7 |
| met3 | 0.0273 | 91 | 0.24 | 0 |
| met4 | 0.00176 | 0 | 0 | 0 |
| met5 | 0 | 0 | 0 | - |
[timing repair]
item	CTS	global route
endpoints found under the hold margin	0	0
setup buffers	0	0
resized	5	2
pin swaps	3	1
setup endpoints to repair	4	4
Power is estimated from default activity; no workload was simulated.
